$ cat design/flow/run.sh
#!/bin/bash
# OpenROAD 26Q1-2900-gdf79404cd8, Yosys 0.63+post, stock flow scripts
make -C /OpenROAD-flow-scripts/flow DESIGN_CONFIG=/design/flow/config.mk WORK_HOME=/design/flow/orfs finish
$ cat design/flow/config.mk
export PLATFORM = sky130hd
export DESIGN_NAME = fifo
export DESIGN_NICKNAME = fifo
export VERILOG_FILES = /design/flow/design.v
export SDC_FILE = /design/flow/constraint.sdc
export NUM_CORES = 4
export LEC_CHECK = 1
export CORE_UTILIZATION = 40
$ cat design/flow/constraint.sdc
current_design fifo

set clk_period 15.2
set clk_io_pct 0.2

create_clock -name clk0 -period $clk_period [get_ports {clk}]

set non_clock_inputs [all_inputs -no_clocks]
set_input_delay [expr $clk_period * $clk_io_pct] -clock clk0 $non_clock_inputs
set_output_delay [expr $clk_period * $clk_io_pct] -clock clk0 [all_outputs]
$ cat design/flow/design.v
module fifo
  #(
  parameter DEPTH=8,
  parameter BITS=64
  )
  (
  input clk,rst_n,en,
  input [BITS-1:0] d,
  output [BITS-1:0] q
  );
reg [63:0] queue[7:0];
integer i=0;
integer p = 0;
assign q = queue[p]; 
always@(posedge clk, negedge rst_n) begin
    if(~rst_n)begin
      for(i=0; i<8; i++)begin
        queue[i]<=64'd0;
      end
    end
     else if(en) begin
      queue[p]<=d;
      p<= (p +1)%8;
    end
end
endmodule
==> COMMIT_EDITMSG <==
Add synthesis and place-and-route results

- According to the floorplan report, the die height is 241 um.
- The H-tree was split into 2 levels.
- CTS tree: built
* Largest area contributor in the netlist: sky130_fd_sc_hd__dfrtp_1
- Dividing the final minimum period by the clock period gives 0.477.
- The number of global-route vias before repair came to 15.4k.
- Most frequent cells after synthesis: 518 x sky130_fd_sc_hd__mux2_2, 512 x sky130_fd_sc_hd__dfrtp_1, 90 x sky130_fd_sc_hd__nand2_1
* Register-to-register setup slack: 11.29 ns
- The worst register-to-register path begins at p[2].
- The script computed a power per unit cell area of 136 nW/um^2.
- Final weighted congestion of routability-driven global placement: 0.783
- Filler cells: 4867
- In this run, post-CTS repair resized a total of 0 instances.
* Worst R2R Path Depth: 6
- Critical Path RT: 12.16 ns
* Ratio of cells with drive above 1 in the final layout: 0.359
* Total cells reported by yosys after synthesis: 1651
* Aggregate routed wire length: 59100 um
- Number of nets with antenna violations after detailed routing: 0
* Post-synth seq share: 0.566
* Global Route Usage Sum: 0.219
- Estimated wirelength of the detail-placed design: 31800 um
- Sum of negative setup slack: 0 ns
* Hold_sp: queue[5][6]
- Worst-margin pin slew: 0.772 ns
- Worst slew slack as a fraction of its limit: 0.486
- Total setup violations reported at the end of the flow: 0
* Maximum number of pins on one net before global-route repair: 133
* Final standard cell count with taps included and fillers excluded: 2529
- Maximum clock frequency: 138 MHz
* Number of distinct library cell variants in the gate-level netlist after synthesis: 28
- Most numerous cell in the Yosys netlist: sky130_fd_sc_hd__mux2_2
- The Yosys step of the flow raised 2 warnings.
- The share of synthesized area in the top cell type comes to 0.562.
- Summing internal, switching and leakage power gives 3590 uW.
- Buffers inserted to repair hold after CTS numbered 0.
- For reference, the most critical setup path is categorized as flip-flop to primary output.
- Total core area: 56300 um^2
- The flow measured a signed area growth from synthesis to layout of 15.5%.
* CP bufs+invs: 3
- VDD sags by at most 90.3 uV.
- Per the final report, max-transition violations number 0.
- The worst setup path is launched from a flip-flop.
* Via-per-instance ratio: 5.75
- For the final database, setup skew stands at 0.0218 ns.
* Total leakage power: 0.0112 uW
- The report lists the number of standard-cell rows as 87.
- Across all hold checks on the routed design, the worst slack comes to 0.489 ns.
- The number of clock buffers added by TritonCTS is 54.
- Wire length of the first global-routing pass: 92100 um
* Die boundary width: 241 um
- Across all stage logs, warnings added up to 35.
* Count of max-cap constraint violations: 0
- The slowest stage of the critical path belongs to the cell sky130_fd_sc_hd__edfxtp_1.
* Result of the run: completed
* Post-synthesis sequential element count: 515
* Count of library flops with an enable pin: 3
- 131 I/O pins were placed.
- Buffers placed on the I/O ports in this run total 130.
- Largest cells by area after synthesis: sky130_fd_sc_hd__dfrtp_1 56%, sky130_fd_sc_hd__mux2_2 26%, sky130_fd_sc_hd__a22o_1 2.5%, sky130_fd_sc_hd__a21o_1 2.1%, sky130_fd_sc_hd__a31oi_1 1.7%
- Worst hold path endpoint: queue[5][6]
- Late-Pin Clk Latency: 0.60 ns
- Kind of cell with the highest combined delay on the critical path: buffers and inverters
* Capturing point of the worst reg2reg path: queue[5][46]
- The number of antenna violations at the first check in global routing came to 3.
- In this run the worst hold path is classified as flip-flop to flip-flop.
* Setup repair after global routing missed its margin: false
- Final core occ: 0.467
- After synthesis the cells add up to 22800 um^2.
* Setup crit end kind: primary output
* Via count: 14.5k
* Wirelength per Cell: 23.4 um
- For reference, the critical path cell chain is buf_12, or3_4, buf_4, nor2_1, a31oi_1, clkdlybuf4s50_1.
- Per the detail_route report, DRC violations left total 0.
- Among all flip-flop cells after synthesis, the most frequent one is sky130_fd_sc_hd__dfrtp_1.
* CTS Root Buffer Type: sky130_fd_sc_hd__clkbuf_16
* Signal arrival time at the worst endpoint: 4.21 ns
- Global route total overflow: 0
* Area of the die: 57900 um^2
- Synthesis handed over a netlist of 1651 instances.
* Post-Syn Area per Cell: 13.8 um^2
* Count of clock tree sinks: 515
* Starting utilization of the core area: 0.405
* Crit path time final: 7.25 ns
- Synthesized chip area reported by yosys: 22800 um^2
- Drt pass-1 iters: 6
* Initial DRC Count: 874
- Looking at the worst setup and hold paths, the clock pins of their registers show a slew of 0.06 ns.
* Count of buffers added by post-CTS timing repair for setup: 0
- Ys async rst share: 0.994
- Endpoints failing hold in the final report were tallied at 0.
- CTS reports a maximum clock tree buffer depth of 3.
- The critical path maximum fanout is 121.
- Counting instances, the worst hold path has a depth of 1.
- Antenna cell count: 0
* Longest individual stage delay on the worst path: 0.74 ns
- Cell count after placement: 2437
-- report_power, final --
group,total [uW],switching (uW),internal [uW]
clock network,1260,526,735
registers,1780,132,1650
logic,550,216,335
total,3590,873,2720
-- registers in the layout (all words and copies together) (netlist names) --
name / count
queue: 512
p: 3
-- how the worst max path moves through the flow --
| stage | endpoint | start | cells after the start |
|---|---|---|---|
| final | q[29] | p[2] | 6 |
| after global routing | q[28] | p[2] | 6 |
| after CTS | q[0] | p[2] | 6 |
-- worst reg2reg max path, stage by stage (launching register included) --
cell,delay (ns)
sky130_fd_sc_hd__edfxtp_1,0.74
sky130_fd_sc_hd__buf_12,0.62
sky130_fd_sc_hd__and2_2,0.65
sky130_fd_sc_hd__buf_4,0.42
sky130_fd_sc_hd__nand2_4,0.43
sky130_fd_sc_hd__buf_4,0.51
sky130_fd_sc_hd__mux2_1,0.41
-- layout by cell type, fill, tap and decap left out, drive strengths merged, types with 2 or more instances in the layout --
master,count
a21o,63
a21oi,2
a221oi,25
a222oi,38
a22o,64
a22oi,40
a31oi,63
and2,4
buf,26
clkbuf,86
clkdlybuf4s50,129
clkinv,3
dfrtp,512
edfxtp,3
ha,6
inv,5
mux2,537
nand2,96
nor2,64
-- layout make-up --
| cell class | instances | area (um^2) | area share |
|---|---|---|---|
| clock buffer | 86 | 1610 | 0.0613 |
| clock inverter | 6 | 61.3 | 0.00233 |
| inverter | 4 | 15.0 | 0.000571 |
| multi-input combinational | 1007 | 9240 | 0.351 |
| sequential | 515 | 12900 | 0.490 |
| tap | 756 | 946 | 0.0360 |
| timing repair buffer | 155 | 1530 | 0.0582 |
-- kinds of logic (layout without fill, tap and decap cells) --
logic type / count (synthesis) / after routing / synth area share
multiplexers: 537 / 537 / 0.265
flip-flops: 515 / 515 / 0.566
AND-OR/OR-AND: 297 / 297 / 0.103
AND/OR/NAND/NOR: 167 / 167 / 0.0291
buffers and inverters: 129 / 251 / 0.0326
adder cells (fa/ha/maj): 6 / 6 / 0.00330
-- routing by layer --
layer  track usage  part of all wire  vias up
li1              -                 -     6326
met1         0.330              0.44     7685
met2         0.337              0.47      436
met3        0.0542             0.069       88
met4        0.0405             0.020        6
met5             0           0.00076        -
-- per-stage QoR --
stage          setup slack (ns)  area [um^2]
3_3_place_gp               8.62        24600
2_1_floorplan             10.06        22800
6_report                   7.95        26300
5_1_grt                    7.64        26300
4_1_cts                    7.92        26300
3_5_place_dp               8.60        24600
Power is estimated from default activity; no workload was simulated.
